**./run.sh**
```bash
#!/bin/bash
# OpenROAD 26Q1-2900-gdf79404cd8, Yosys 0.63+post, stock flow scripts
make -C /OpenROAD-flow-scripts/flow DESIGN_CONFIG=/design/flow/config.mk WORK_HOME=/design/flow/orfs finish
```
**./design.v**
```verilog
module ADD(clk , rst , start , data , en , addr , fin , result);
    parameter datawidth = 3;
    parameter memwidth = 3;
    input clk , rst , start;
    input [datawidth - 1 : 0] data;
    output en , fin;
    output [memwidth - 1 : 0] addr;
    output [datawidth - 1 : 0] result;
    reg state , next_state;
    reg [memwidth - 1 : 0] num , next_num;
    reg [memwidth - 1 : 0] leng , next_leng;
    reg [datawidth - 1 : 0] ans , next_ans;
    always@(posedge rst or posedge clk)begin
        if(rst == 1'b1)begin
            state <= 1'd0;
            num <= 3'd7;
            leng <= 3'd0;
            ans <= 3'd0;
        end
        else begin
            state <= next_state;
            num <= next_num;
            leng <= next_leng;
            ans <= next_ans;
        end
    end
    always@(*)begin
        next_num = num + 3'd1;
        next_leng = leng;
        next_ans = ans;
        next_state = state;
        case(state)
            1'd0:begin
                next_state = (start == 1'b1)? 1'd1 : 1'd0;
                next_num = (start == 1'b1)? 3'd0 : 3'd7;
                next_leng = (start == 1'b1)? data : leng;
            end
            1'd1:begin
                next_ans = (num < leng)? ans + data : ans;
            end
        endcase
    end
    assign en = 1'b1;
    assign addr = num;
    assign fin = (start == 1'b1 && num == leng)? 1'b1 : 1'b0;
    assign result = (fin == 1'b1)? ans : 3'd0;
endmodule
```
**./constraint.sdc**
```tcl
current_design ADD

set clk_period 2.8
set clk_io_pct 0.2

create_clock -name clk0 -period $clk_period [get_ports {clk}]

set non_clock_inputs [all_inputs -no_clocks]
set_input_delay [expr $clk_period * $clk_io_pct] -clock clk0 $non_clock_inputs
set_output_delay [expr $clk_period * $clk_io_pct] -clock clk0 [all_outputs]
```
**./config.mk**
```make
export PLATFORM = sky130hd
export DESIGN_NAME = ADD
export DESIGN_NICKNAME = ADD
export VERILOG_FILES = /design/flow/design.v
export SDC_FILE = /design/flow/constraint.sdc
export NUM_CORES = 4
export LEC_CHECK = 1
export CORE_AREA = 10 10 74 74
export DIE_AREA = 0 0 84 84
```
==> impl_metrics.ini <==
; synthesis and place-and-route metrics
[outcome]
outcome = finished, final reports clean

[cts]
tritoncts.num_buffers = 3
worst_setup_hold_path_clk_slew_ns = 0.05
cts.sinks = 10
holdBufCountCts = 0
ctsResizeCount = 0
cts_setup_buffers = 0
clk_latency_ns = 0.23
htree_levels = 1
tritoncts_clock_tree = done
clockRootBuffer = clkbuf_8
cts_buffer_depth = 2

[finish]
fill_cells = 443
flop_area_um2 = 254
final_core_utilization_pct = 19.3
area_growth_pct = 40.5
drive_above_1_share_pct = 16.9
multi_input_comb_area_um2 = 256

[final_timing]
clock_skews_ns = 0.00556
hold_viol_final = 0
maxSlewViolCount = 0
grt_setup_unrepaired = no
setup_violations = 0
post_route_clock_period_utilization_pct = 89.6
achievable-frequency_ghz = 0.399
setup-tns-final_ns = 0
final_period_minus_worst_setup_slack_ns = 2.51

[placed_design]
routabilityCongestion = 0.763
port-buffer-count = 12

[critical_path]
cp_arrival_ns = 1.95
critical_path.max_fanout = 4
worstPathRequired_ns = 2.24
criticalPathCategory = flip-flop to output port
critPathLaunchType = flip-flop
cp-end-kind = output port

[global_route]
first_global_vias = 377
global_route.usage.total_pct = 3.35
antenna_violations_before_repair = 0
pin_count_of_the_biggest_net_entering_global_routing = 11
first_pass_grt_wire_length_mm = 1.88
gr-total-overflow = 0

[logic_synthesis]
synthDominantCellAreaShare_pct = 32.2
synth_sequential_area_ratio_pct = 46.7
ys_cells = 50
syn-cell-area_um2 = 544
synth-warning-count = 1
flop_cell = dfrtp_1
topCellsByArea = dfrtp_1 32%, dfstp_2 14%, ha_1 11%
ys.flops = 10
syn-mean-instance-area_um2 = 10.9
ys_chip_area_um2 = 544
asyncSetResetFlopFracSynth_pct = 100
edf_count = 0
post_synth_num_cell_types = 21
syn-instance-count = 50
ys_top_cells_by_count = 7 x dfrtp_1, 7 x inv_1, 5 x ha_1, 5 x nand2_1
netlist.top_cell.by_area = dfrtp_1

[pwr]
power_density_nw_per_um2 = 837
vdd.ir_drop.worst_v = 0.000310
power.leakage_uw = 0.000327

[route]
antennaDiodeCount = 0
ant_nets = 0
number_of_vias_per_cell_after_detailed_routing = 3.31
drt_first_pass_iters = 2
detailedRoute.firstIterationViolations = 34
detail_route.wirelength_mm = 1.13
vias = 381
wire_per_inst_um = 9.83
drc_errors = 0

[die]
core_region_area_um2 = 3970
die-area_um2 = 7060
die_ht_um = 84
boundaryPins = 14
die_x_um = 84
initCoreUtil_pct = 13.7
num_rows = 23

[flow_run]
warning_count = 25
maxCapViolations = 0

[worst_hold_path]
holdCritPathClass = flip-flop to flip-flop
## worst paths after layout
kind                                    start            endpoint  slack, ns  cells past startpoint
setup / recovery             num[0]$_DFF_PP1_           result[0]       0.29                      5
hold / removal             ans[2]$_DFFE_PP0P_  ans[2]$_DFFE_PP0P_       0.47                      1
setup reg to reg             num[0]$_DFF_PP1_  ans[0]$_DFFE_PP0P_       1.27                      5
hold reg to reg            ans[2]$_DFFE_PP0P_  ans[2]$_DFFE_PP0P_       0.47                      1
max in group asynchronous                 rst    num[2]$_DFF_PP1_       1.88                      2
min in group asynchronous                 rst  ans[0]$_DFFE_PP0P_       0.60                      2
## critical path, stage by stage, from the launching register on
cell             delay, ns
dfstp_2               0.55
inv_1                 0.05
ha_1                  0.26
and4_1                0.24
and2_1                0.15
clkdlybuf4s50_1       0.46
## power by group
group          total (µW)  switching (µW)  internal [µW]  leakage, µW
clock network         151            51.7           99.2    0.0000228
registers             238            31.7            206     0.000111
logic                 251             100            151     0.000193
total                 640             184            456     0.000327
## flip-flops by register name, summed over array words and instances (netlist names)
register and cells:
num 3, ans 3, leng 3, state 1
## metal layers
layer | GRT usage [%] | vias to the layer above | wire (µm)
met5 | 0 | - | 0
li1 | - | 191 | -
met3 | 2.26 | 2 | 122
met1 | 4.42 | 177 | 548
met2 | 4.53 | 11 | 455
met4 | 0.304 | 0 | 4
## cell usage in the layout, fill, tap and decap left out, types with 2 or more instances in the layout
cell type / instances
clkbuf_8: 3
xnor2_1: 3
o21ai_0: 2
a21oi_1: 2
ha_1: 5
dfstp_2: 3
inv_1: 7
clkdlybuf4s50_1: 12
nand2_1: 5
and2_1: 3
dfrtp_1: 7
mux2_2: 2
## per-stage QoR
step	total power, µW	std cells	setup slack [ns]	hold WS (ns)	instance area [µm²]
final	640	115	0.291	0.468	764
after global routing	696	115	0.177	0.510	764
after CTS	655	115	0.246	0.469	764
after detailed placement	500	111	0.276	0.463	719
after global placement	493	111	0.290	0.462	719
after floorplan	398	50	1.12	0.398	544
## cell families after synthesis
logic type               after synthesis  synth area share, %
adder cells (fa/ha/maj)                6                 15.2
AND/OR/NAND/NOR                       15                 16.8
other                                  1                0.689
XOR/XNOR                               3                 4.83
AND-OR/OR-AND                          4                 3.68
multiplexers                           3                 5.98
flip-flops                            10                 46.7
buffers and inverters                  8                 6.21
## layout make-up
| cell class | instances | area share (%) |
|---|---|---|
| Multi-Input combinational cell | 32 | 33.6 |
| Clock buffer | 4 | 5.89 |
| Sequential cell | 10 | 33.2 |
| Timing Repair Buffer | 12 | 15.7 |
| Inverter | 7 | 3.44 |
| Tap cell | 50 | 8.18 |
Power figures rest on the tool's default switching activity, not on a simulated workload.
