**design/flow/run.sh**
```bash
#!/bin/bash
# OpenROAD 26Q1-2900-gdf79404cd8, Yosys 0.63+post, stock flow scripts
make -C /OpenROAD-flow-scripts/flow DESIGN_CONFIG=/design/flow/config.mk WORK_HOME=/design/flow/orfs finish
```
**design/flow/config.mk**
```make
export PLATFORM = sky130hd
export DESIGN_NAME = ALU
export DESIGN_NICKNAME = ALU
export VERILOG_FILES = /design/flow/design.v
export SDC_FILE = /design/flow/constraint.sdc
export NUM_CORES = 4
export LEC_CHECK = 1
export CORE_UTILIZATION = 40
```
**design/flow/constraint.sdc**
```tcl
current_design ALU

set clk_period 27.4
set clk_io_pct 0.2

create_clock -name clk0 -period $clk_period

set non_clock_inputs [all_inputs -no_clocks]
set_input_delay [expr $clk_period * $clk_io_pct] -clock clk0 $non_clock_inputs
set_output_delay [expr $clk_period * $clk_io_pct] -clock clk0 [all_outputs]
```
**design/flow/design.v**
```verilog
module ALU (A, B, sel, Cin, Y, Zero);
	input signed [32 - 1 : 0] A, B;
	input [4 - 1 : 0] sel;
	input Cin;
	output reg [32 - 1 : 0] Y;
	output reg Zero;
	reg [32-1 : 0]temp;
	wire and_1, or_1, not_1, xor_1, xnor_1, nor_1;
	wire arb_1, dec_1;
	AND AND1(A[0], B[0], and_1);
	OR OR1(A[0], B[0], or_1);
	NOT NOT1(A[0], not_1);
	XOR XOR1(A[0], B[0], xor_1);
	XNOR XNOR1(A[0], B[0], xnor_1);
	NOR NOR1(A[0], B[0], nor_1);
	Arbiter arb1(A[5-1:0], arb_1);
	Decoder dec1(A[5-1:0], dec_1);
	always@(*)begin
		case(sel)
			4'b0000: Y = and_1;
			4'b0001: Y = or_1;
			4'b0010: Y = not_1;
			4'b0011: Y = xor_1;
			4'b0100: Y = xnor_1;
			4'b0101: Y = nor_1;
			4'b0110: Y = A + B + Cin;
			4'b0111: Y = A - B;
			4'b1000: begin
					temp = A - B;
						if(temp[31] == 1'b1) begin
							 Y = -temp;
						end
						else begin
							Y = temp;
						end
				 end
			4'b1001: Y = A[15:0]*B[15:0];
			4'b1010: Y = A << 1'b1;
			4'b1011: Y = A <<< 1'b1;
			4'b1100: Y = A >> 1'b1;
			4'b1101: Y = A >>> 1'b1;
			4'b1110: Y = dec_1;  
			4'b1111: Y = arb_1;  
		endcase
		if(Y!=0 || sel==4'b1110 || sel==4'b1111)
			Zero = 1'b0;
		else
			Zero = 1'b1; 
	end
endmodule 
module Arbiter(r, g);  
	input [5 - 1 : 0] r;
	output reg [5 - 1 : 0] g;
	always@(*)begin
		case(r)
			5'b00000: g = 5'b00000;
			5'b00001: g = 5'b00001;
			5'b00011: g = 5'b00001;
			5'b00101: g = 5'b00001;
			5'b01001: g = 5'b00001;
			5'b10001: g = 5'b00001;
			5'b11001: g = 5'b00001;
			5'b10011: g = 5'b00001;
			5'b00111: g = 5'b00001;
			5'b01101: g = 5'b00001;
			5'b10101: g = 5'b00001;
			5'b01011: g = 5'b00001;
			5'b11101: g = 5'b00001;
			5'b11011: g = 5'b00001;
			5'b10111: g = 5'b00001;
			5'b01111: g = 5'b00001;
			5'b11111: g = 5'b00001;
			5'b00010: g = 5'b00010;
			5'b00110: g = 5'b00010;
			5'b01110: g = 5'b00010;
			5'b11110: g = 5'b00010;
			5'b10110: g = 5'b00010;
			5'b11010: g = 5'b00010;
			5'b10010: g = 5'b00010;
			5'b01010: g = 5'b00010;
			5'b00100: g = 5'b00100;
			5'b01100: g = 5'b00100;
			5'b11100: g = 5'b00100;
			5'b10100: g = 5'b00100;
			5'b01000: g = 5'b01000;
			5'b11000: g = 5'b01000;
			5'b10000: g = 5'b10000;
			default: g = 5'hx;
		endcase
	end
endmodule
module Decoder(a, b);  
	input [5 - 1 : 0] a;
	output [32 - 1 : 0] b;
	wire [32-1 : 0] b = 1 << a;
endmodule
module AND (a, b, c);
	input  a, b;
	output c;
	wire nand_0;
	nand nand1(nand_0, a, b);
	NOT N1(nand_0, c);
endmodule
module OR (a, b, c);
	input  a, b;
	output c;
	wire not_0, not_1;
	NOT N1(a, not_0);
	NOT N2(b, not_1);
	nand(c, not_0, not_1);
endmodule
module NOT (a, b);
	input  a;
	output b;
	nand(b, a, a);
endmodule
module XOR (a, b, c);
	input  a, b;
	output c;
	wire and_0, and_1, not_a, not_b;
	NOT NOT1(a, not_a);
	NOT NOT2(b, not_b);
	AND AND1(a, not_b, and_0);
	AND AND2(b, not_a, and_1);
	OR OR1(and_0, and_1, c);	
endmodule
module XNOR (a, b, c);
	input  a, b;
	output c;
	wire xor_0;
	XOR XOR1(a, b, xor_0);
	NOT NOT1(xor_0, c);
endmodule
module NOR (a, b, c);
	input  a, b;
	output c;
	wire or_0;
	OR OR1(a, b, or_0);
	NOT NOT1(or_0, c);
endmodule
```
==> results.txt <==
run results: Max Slew Vio Count=0, I/O Pins=102, critical path fanouts, max=15, Max stage delay cell, worst path=clkdlybuf4s50_1, hold slack final=12210 ps, std cell rows=70, Via density=5.87, overall routing resource usage=0.292, comb area leader=adder cells, DR WL/cell=21.3 um, CTS Hold Bufs=0, die area=37800 um^2, post-route cell area=16300 um^2, initial antenna violation count=0, Worst Max-Slew Pin Slew=920 ps, Hold Path Class=input port to primary output, Int Pwr=638 uW, crit path buf inv count=8, Log Warnings=64, outcome=finished clean, post-CTS repair timing setup buffer count=0, post-route DRC violation count=0, IO buf count=102, Comb pwr share=1.000, largest net degree at the start of global routing=31, yosys synthesis chip area=14800 um^2, Mapped Cells=1951, met3 wire len=4.85 mm, CP arrival=13570 ps, global-route wire length before repair=82.8 mm, most numerous logic cells after layout=315 x inv_1, 215 x nand2_1, 197 x fa_1, 168 x ha_1, 102 x clkdlybuf4s50_1, Crit path max-delay family=adder cells, Sw Pwr=1040 uW, dominant logic cell type in the layout=inv_1, CP startpoint kind=input port, Distinct cells, synth=87, required time of the worst setup path=21920 ps, kind of critical path=input port to primary output, peak supply drop=0.000125 V, uppermost layer routed=met4, Critical Path End Type=primary output, met2 WL=23.8 mm, via count=14400, number of placed cells counting well taps=2452, XORs/XNORs by Area=0.0514, # diodes=0, clock network fraction of total power=0, sequential share of power=0, number of cells in Yosys stat=1951, f_max=52.5 MHz, post-route setup TNS=0 ps, Die Ht=194 um, synthesized area=14800 um^2, Largest stage delay, worst path=960 ps, gr ovfl total=0, Sw Share=0.621, flop count=0, yosys adder share=0.408, Detail Route Antenna Nets=0, Setup Viol. Count Final=0, non-filler cells, final=2452, Resized cells post-CTS=0, First-pass DRT Iterations=10, post-layout period usage=0.695, max_cap viols=0, synth warn=4, Post-Syn Area per Cell=7.60 um^2, PwrDens=103 nW/um^2, GPL Wtd Cong=0.992, simple share=0.208, # fillers=3663, mux share=0.00616, fraction of layout cells with a size suffix above 1=0.0358, DP Wirelength=41.7 mm, relative slew slack=0.383, metal1 wirelength=22.1 mm, Initial Util=0.406, hold_sp=sel[2], clkbuf count=0, DRT iter0 DRCs=1055, WL final=52.1 mm, Tmin final=19050 ps, WHS Endpoint=Y[0], core box area=36500 um^2, Die X-Extent=194 um, unrepaired setup endpoints after global routing=false, vias in the first global route=14300, static leakage=0.00748 uW, placed inst area=16300 um^2, Synth-to-Final Area Change=9.84%, Sequential Area=0 um^2, Complex Gates by Area=0.218, Final Hold Vio Count=0, Seq share, synth=0, hold depth=3
## metrics by stage
step                      utilization  total power, uW  setup slack, ps
after floorplan                     -             1150            10400
after global placement          0.446             1670             8500
after detailed placement        0.446             1650             8370
after CTS                       0.446             1670             8390
after global routing            0.446             1860             7870
final                           0.446             1680             8350
## cells by family (layout without fill, tap and decap cells)
group | count (synthesis) | in the layout
simple gates | 615 | 615
compound gates | 454 | 454
buf+inv | 421 | 454
fa+ha+maj | 365 | 365
xor+xnor | 87 | 87
mux | 9 | 9
## cell usage after synthesis (all sizes together), types with 27 or more instances
master  count  area share
inv       316       0.080
nand2     215       0.054
a21o       27       0.014
a211oi     28       0.015
and2      100       0.042
fa        197        0.27
nor2       98       0.025
a21oi      93       0.031
ha        168        0.14
nand3      31       0.011
clkbuf     88       0.022
nor3       35       0.012
xnor2      62       0.037
o211ai     30       0.016
o21ai      75       0.025
## how the worst max path moves through the flow
stage	from	end	slack, ps	cells after the start
4_1_cts	B[7]	Zero	8390	28
5_1_grt	B[1]	Zero	7870	24
6_report	B[7]	Zero	8350	28
## layout make-up
| type | count | area (um^2) | area share |
|---|---|---|---|
| Timing Repair Buffer | 138 | 1290 | 0.0793 |
| Tap cell | 468 | 586 | 0.0360 |
| Multi-Input combinational cell | 1530 | 13200 | 0.812 |
| Inverter | 316 | 1190 | 0.0729 |
## power groups by stage
stage / Combinational (uW) / Sequential (uW) / Clock, uW
4_1_cts: 1670 / 0 / 0
5_1_grt: 1860 / 0 / 0
6_report: 1680 / 0 / 0
## layer usage
layer	vias up	track usage
met2	666	0.456
met5	-	0
met1	6952	0.416
li1	6717	-
met3	64	0.0745
met4	0	0.0661
No activity file was given, so power comes from the tool's default toggle rates.
